[design.v]
module motor_control (
    input logic clk,
    input logic reset,
    input logic [7:0] pwm_duty_cycle,  
    output logic motor_pwm
);
    logic [7:0] pwm_counter;
    always_ff @(posedge clk or posedge reset) begin
        if (reset) begin
            pwm_counter <= 8'b0;
            motor_pwm <= 0;
        end else begin
            if (pwm_counter < pwm_duty_cycle) begin
                motor_pwm <= 1;
            end else begin
                motor_pwm <= 0;
            end
            pwm_counter <= pwm_counter + 1;
        end
    end
endmodule
module encoder_feedback (
    input logic clk,
    input logic reset,
    input logic motor_pwm,  
    output logic [9:0] encoder_value  
);
    always_ff @(posedge clk or posedge reset) begin
        if (reset) begin
            encoder_value <= 10'b0;
        end else begin
            encoder_value <= encoder_value + (motor_pwm ? 1 : 0);
        end
    end
endmodule
module inverse_kinematics (
    input logic [15:0] target_x, target_y, target_z,
    output logic [9:0] joint1_angle, joint2_angle, joint3_angle
);
    always_comb begin
        joint1_angle = target_x[9:0];  
        joint2_angle = target_y[9:0];
        joint3_angle = target_z[9:0];
    end
endmodule
module pid_controller (
    input logic clk,
    input logic reset,
    input logic [9:0] target_angle,  
    input logic [9:0] current_angle,  
    output logic [7:0] pwm_duty_cycle  
);
    parameter Kp = 8'b00010000;  
    parameter Ki = 8'b00001000;  
    parameter Kd = 8'b00000100;  
    logic [9:0] error, prev_error;
    logic [15:0] integral, derivative;
    always_ff @(posedge clk or posedge reset) begin
        if (reset) begin
            pwm_duty_cycle <= 8'b0;
            prev_error <= 10'b0;
            integral <= 16'b0;
        end else begin
            error <= target_angle - current_angle;
            integral <= integral + error;
            derivative <= error - prev_error;
            pwm_duty_cycle <= (Kp * error) + (Ki * integral) + (Kd * derivative);
            prev_error <= error;
        end
    end
endmodule
module robot_controller (
    input logic clk,
    input logic reset,
    input logic [15:0] target_x, target_y, target_z,
    output logic [7:0] pwm1, pwm2, pwm3
);
    logic [9:0] joint1_angle, joint2_angle, joint3_angle;
    logic [9:0] encoder1, encoder2, encoder3;
    logic [7:0] pwm_duty1, pwm_duty2, pwm_duty3;
    inverse_kinematics ik(
        .target_x(target_x),
        .target_y(target_y),
        .target_z(target_z),
        .joint1_angle(joint1_angle),
        .joint2_angle(joint2_angle),
        .joint3_angle(joint3_angle)
    );
    pid_controller pid1(
        .clk(clk),
        .reset(reset),
        .target_angle(joint1_angle),
        .current_angle(encoder1),
        .pwm_duty_cycle(pwm_duty1)
    );
    pid_controller pid2(
        .clk(clk),
        .reset(reset),
        .target_angle(joint2_angle),
        .current_angle(encoder2),
        .pwm_duty_cycle(pwm_duty2)
    );
    pid_controller pid3(
        .clk(clk),
        .reset(reset),
        .target_angle(joint3_angle),
        .current_angle(encoder3),
        .pwm_duty_cycle(pwm_duty3)
    );
    motor_control motor1(
        .clk(clk),
        .reset(reset),
        .pwm_duty_cycle(pwm_duty1),
        .motor_pwm(motor1_pwm)
    );
    motor_control motor2(
        .clk(clk),
        .reset(reset),
        .pwm_duty_cycle(pwm_duty2),
        .motor_pwm(motor2_pwm)
    );
    motor_control motor3(
        .clk(clk),
        .reset(reset),
        .pwm_duty_cycle(pwm_duty3),
        .motor_pwm(motor3_pwm)
    );
    encoder_feedback enc1(
        .clk(clk),
        .reset(reset),
        .motor_pwm(motor1_pwm),
        .encoder_value(encoder1)
    );
    encoder_feedback enc2(
        .clk(clk),
        .reset(reset),
        .motor_pwm(motor2_pwm),
        .encoder_value(encoder2)
    );
    encoder_feedback enc3(
        .clk(clk),
        .reset(reset),
        .motor_pwm(motor3_pwm),
        .encoder_value(encoder3)
    );
    assign pwm1 = pwm_duty1;
    assign pwm2 = pwm_duty2;
    assign pwm3 = pwm_duty3;
endmodule
module processor (
    input clk,
    input reset,
    input [15:0] target_x,   
    input [15:0] target_y,   
    input [15:0] target_z,   
    input start
);
reg [15:0] current_x, current_y, current_z;
reg moving;
always @(posedge clk or posedge reset) begin
    if (reset) begin
        current_x <= 16'd0;
        current_y <= 16'd0;
        current_z <= 16'd0;
        moving <= 0;
    end else if (start) begin
        moving <= 1;
        current_x <= target_x;
        current_y <= target_y;
        current_z <= target_z;
    end else begin
        moving <= 0;
    end
end
endmodule
[run.sh]
#!/bin/bash
# OpenROAD 26Q1-2900-gdf79404cd8, Yosys 0.63+post, stock flow scripts
make -C /OpenROAD-flow-scripts/flow DESIGN_CONFIG=/design/flow/config.mk WORK_HOME=/design/flow/orfs finish
[config.mk]
export PLATFORM = sky130hd
export DESIGN_NAME = robot_controller
export DESIGN_NICKNAME = robot_controller
export VERILOG_FILES = /design/flow/design.v
export SDC_FILE = /design/flow/constraint.sdc
export NUM_CORES = 4
export LEC_CHECK = 1
export CORE_UTILIZATION = 30
[constraint.sdc]
current_design robot_controller

set clk_period 2.4
set clk_io_pct 0.2

create_clock -name clk0 -period $clk_period [get_ports {clk}]

set non_clock_inputs [all_inputs -no_clocks]
set_input_delay [expr $clk_period * $clk_io_pct] -clock clk0 $non_clock_inputs
set_output_delay [expr $clk_period * $clk_io_pct] -clock clk0 [all_outputs]
==> run_results.csv <==
group,metric,value,unit
run_status,outcome,"finished clean",
critical_path,endpoint_kind,"flip-flop",
job,cap_viol_max_count,0,
pwr,total_power,12.4,mW
synthesis,yosys-top-cells-area,"dfrtp_1 (35%), edfxtp_1 (16%), ha_1 (15%)",
clocking,clock_sinks,132,
grt,overflow,0,
timing,rsz0062_at_grt,"false",
place,io_buffers,37,
layout,area_growth,19.9,%
place,hpwl,7.44,mm
synthesis,top_area_frac,0.347,
pwr,powerDensity,1490,nW/um^2
synthesis,synth_area,6920,sq um
route,antenna_cells,0,
timing,setup_viol,0,
job,tool_warnings,56,
critical_path,critPathLaunchType,"flip-flop",
timing,fin_crit,1.89,ns
layout,fin_cells,933,
timing,slew_viol_final,0,
synthesis,top_cells_by_count,"inv_1 (100), dfrtp_1 (96), ha_1 (81)",
synthesis,yosysCellCount,575,
timing,setup_ws,0.506,ns
synthesis,synth-seq-cells,132,
clocking,cts_resized,0,
timing,final_hold_viol_count,0,
route,vias,3927,
clocking,clk_path_buf_depth,2,
die,num_io_pins,74,
synthesis,ys_area,6920,sq um
critical_path,r2r-end,"pid2.pwm_duty_cycle[6]$_DFF_PP0_",
clocking,root_buffer,"clkbuf_16",
die,core,22600,sq um
die,die-area,23700,sq um
die,fp-utilization,0.306,
min_path,min_path_type,"reg -> reg",
critical_path,r2r_slack,0.51,ns
layout,area.combinational,3040,sq um
layout,fillers,2118,
synthesis,synth-edff-count,36,
route,firstDrtPassIters,6,
synthesis,postSynthSeqShare,0.503,
grt,grt_pass1_vias,4064,
die,die_y,154,um
pwr,ir_drop,630,uV
timing,finClkSkew,0.00789,ns
synthesis,ys_warn_count,7,
route,drcViolationCount,0,
timing,max_freq,528,MHz
critical_path,r2r-start,"pid2.error[0]$_DFFE_PN_",
synthesis,avgSynthCellArea,12.0,sq um
clocking,cts_inserted_buffers,17,
synthesis,yosys_most_used_dff,"dfrtp_1",
grt,antenna_found_initial,1,
grt,grt.total_usage,0.101,
critical_path,critPathRequiredTime,2.70,ns
synthesis,most_common_cell,"inv_1",
critical_path,rr_worst_depth,7,
critical_path,path_class,"reg -> reg",
route,postRouteAntennaNets,0,
synthesis,async_reset_ff_frac,0.727,
clocking,post_cts_buffers,0,
synthesis,synth_cells,575,
synthesis,ys_types,29,
route,wirelength,10.3,mm
route,drt_iter0_drc,156,
layout,seq_area,3480,sq um
die,die_w,154,um
clocking,clkLatencyLatePin,0.41,ns
layout,drive_above_1_share,0.0586,
route,viasPerCell,4.21,
place,routabilityCongestion,0.768,
layout,reg_top3,"motor1.pwm_counter: 8 flops, motor2.pwm_counter: 8 flops, motor3.pwm_counter: 8 flops",
pwr,p_leak,3.89,nW
grt,grt_max_degree,35,
clocking,cts_max_level,4,
die,core.rowCount,55,
clocking,clk_pin_slew,0.06,ns
critical_path,critPathMaxFanout,3,
critical_path,cp.arrival,2.19,ns
synthesis,yosys.area.top_type,"dfrtp_1",
critical_path,critPathCapture,"pid2.pwm_duty_cycle[6]$_DFF_PP0_",
route,wl_per_cell,11.0,um
critical_path,cp-startpoint,"pid2.error[0]$_DFFE_PN_",
timing,finalCritPeriodShare,0.789,
place,dp.cells,901,
clocking,cts_tree,"done",
clocking,cts_hold_buf,0,
timing,holdWs,0.348,ns
grt,grt_first_pass_wirelength,18.9,mm
place,post-place-ws,0.114,ns
## cells in the final DEF, fill, tap and decap left out, types with 2 or more instances in the layout
| cell type | count |
|---|---|
| and3_1 | 5 |
| o31ai_1 | 6 |
| and4_1 | 2 |
| or3_1 | 2 |
| clkbuf_16 | 17 |
| conb_1 | 6 |
| inv_6 | 5 |
| ha_1 | 81 |
| inv_1 | 99 |
| a21oi_1 | 25 |
| nand3_1 | 14 |
| xor2_1 | 25 |
| nand4_1 | 3 |
| nor3_1 | 13 |
| nor2b_1 | 6 |
| o211ai_1 | 6 |
| and2_1 | 6 |
| buf_12 | 2 |
| a21boi_0 | 6 |
| o21ai_0 | 17 |
| xnor2_1 | 50 |
| dfrtp_1 | 96 |
| a21o_1 | 16 |
| clkdlybuf4s50_1 | 37 |
| o21a_1 | 8 |
| bufinv_16 | 3 |
| clkinvlp_4 | 4 |
| buf_4 | 3 |
| edfxtp_1 | 36 |
| fa_1 | 21 |
| a211oi_1 | 2 |
| nand2_1 | 9 |
| nor2_1 | 11 |
## layout make-up
type / instances / area share
sequential: 132 / 0.420
multi-input combinational: 342 / 0.366
clock buffer: 19 / 0.0534
timing repair buffer: 42 / 0.0522
inverter: 100 / 0.0457
tap: 285 / 0.0430
clock inverter: 13 / 0.0205
## power breakdown
group          internal, mW  switching [mW]
Combinational          2.87            2.65
Sequential             3.56           0.646
Clock                  1.68           0.998
## per-layer routing
| layer | track usage | vias up | wire length [um] |
|---|---|---|---|
| li1 | - | 2026 | - |
| met1 | 0.160 | 1833 | 5330 |
| met2 | 0.150 | 51 | 4380 |
| met3 | 0.0238 | 15 | 393 |
| met4 | 0.0138 | 2 | 177 |
| met5 | 0 | - | 13 |
## worst max-delay path, stage by stage, from the launching register on
cell and delay (ns):
edfxtp_1 0.45, inv_1 0.12, fa_1 0.41, inv_1 0.07, ha_1 0.18, inv_1 0.06
fa_1 0.37, xnor2_1 0.13
## cells by family after synthesis
kind of cell / synth area share
flops: 0.503
buf+inv: 0.0607
fa+ha+maj: 0.207
compound gates: 0.0781
xor+xnor: 0.0949
simple gates: 0.0551
other cells: 0.000542
## per-stage QoR
step                      instance area [sq um]  utilization  setup TNS, ns
after floorplan                            6940            -         -19.68
after global placement                     7690        0.340              0
after detailed placement                   7690        0.340              0
after CTS                                  8300        0.367              0
after global routing                       8300        0.367              0
final                                      8300        0.367              0
## how the worst min path moves through the flow
stage / from / to / slack, ns / depth (start not counted)
6_report: pid1.derivative[0]$_DFFE_PN_ / pid1.pwm_duty_cycle[2]$_DFF_PP0_ / 0.35 / 0
5_1_grt: pid3.derivative[0]$_DFFE_PN_ / pid3.pwm_duty_cycle[2]$_DFF_PP0_ / 0.37 / 0
4_1_cts: pid1.derivative[0]$_DFFE_PN_ / pid1.pwm_duty_cycle[2]$_DFF_PP0_ / 0.35 / 0
Power and IR drop assume default switching activity.
